File: /design/flow/design.v
module tmds_encoder (
    input  wire clk,
    input  wire [7:0] data,
    input  wire [1:0] ctrl,
    input  wire active,
    output reg  [9:0] tmds
);
    wire [3:0] n1d = data[0] + data[1] + data[2] + data[3] + data[4] + data[5] + data[6] + data[7];
    wire use_xnor = (n1d > 4) || (n1d == 4 && data[0] == 0);
    wire [8:0] q_m;
    assign q_m[0] = data[0];
    assign q_m[1] = use_xnor ? (q_m[0] ~^ data[1]) : (q_m[0] ^ data[1]);
    assign q_m[2] = use_xnor ? (q_m[1] ~^ data[2]) : (q_m[1] ^ data[2]);
    assign q_m[3] = use_xnor ? (q_m[2] ~^ data[3]) : (q_m[2] ^ data[3]);
    assign q_m[4] = use_xnor ? (q_m[3] ~^ data[4]) : (q_m[3] ^ data[4]);
    assign q_m[5] = use_xnor ? (q_m[4] ~^ data[5]) : (q_m[4] ^ data[5]);
    assign q_m[6] = use_xnor ? (q_m[5] ~^ data[6]) : (q_m[5] ^ data[6]);
    assign q_m[7] = use_xnor ? (q_m[6] ~^ data[7]) : (q_m[6] ^ data[7]);
    assign q_m[8] = use_xnor ? 0 : 1;
    reg signed [4:0] bias = 0;
    wire [3:0] n1q_m = q_m[0] + q_m[1] + q_m[2] + q_m[3] + q_m[4] + q_m[5] + q_m[6] + q_m[7];
    wire [3:0] n0q_m = 8 - n1q_m;
    always @(posedge clk) begin
        if (!active) begin
            bias <= 0;
            case (ctrl)
                2'b00:   tmds <= 10'b1101010100;
                2'b01:   tmds <= 10'b0010101011;
                2'b10:   tmds <= 10'b0101010110;
                default: tmds <= 10'b1010101011;
            endcase
        end else begin
            if (bias == 0 || n1q_m == n0q_m) begin
                tmds <= {~q_m[8], q_m[8], (q_m[8] ? q_m[7:0] : ~q_m[7:0])};
                if (q_m[8] == 0) bias <= bias + (n0q_m - n1q_m);
                else bias <= bias + (n1q_m - n0q_m);
            end else if ((bias > 0 && n1q_m > n0q_m) || (bias < 0 && n0q_m > n1q_m)) begin
                tmds <= {1'b1, q_m[8], ~q_m[7:0]};
                bias <= bias + q_m[8] - (n1q_m - n0q_m);
            end else begin
                tmds <= {1'b0, q_m[8], q_m[7:0]};
                bias <= bias - (~q_m[8]) + (n1q_m - n0q_m);
            end
        end
    end
endmodule
File: /design/flow/constraint.sdc
current_design tmds_encoder

set clk_period 9.8
set clk_io_pct 0.2

create_clock -name clk0 -period $clk_period [get_ports {clk}]

set non_clock_inputs [all_inputs -no_clocks]
set_input_delay [expr $clk_period * $clk_io_pct] -clock clk0 $non_clock_inputs
set_output_delay [expr $clk_period * $clk_io_pct] -clock clk0 [all_outputs]
File: /design/flow/run.sh
#!/bin/bash
# OpenROAD 26Q1-2900-gdf79404cd8, Yosys 0.63+post, stock flow scripts
make -C /OpenROAD-flow-scripts/flow DESIGN_CONFIG=/design/flow/config.mk WORK_HOME=/design/flow/orfs finish
File: /design/flow/config.mk
export PLATFORM = sky130hd
export DESIGN_NAME = tmds_encoder
export DESIGN_NICKNAME = tmds_encoder
export VERILOG_FILES = /design/flow/design.v
export SDC_FILE = /design/flow/constraint.sdc
export NUM_CORES = 4
export LEC_CHECK = 1
export CORE_UTILIZATION = 30
==> reports/qor.yml <==
crit_type: "input port to flop"
ys_ff: 15
worstRegToRegCells: 9
synthFlopType: "dfxtp_1"
hold_depth: 1
setup-violations-final: 0
drive_above_1_share_pct: 25.2
critical_path.max_fanout: 3
slowest_delay_ps: 600
path_buffers: 7
cpMostUsedCell: "fa_1"
whs_ps: 627
crit_required_ps: 9920
syn_avg_cell_area_um2: 8.99
tritoncts: "yes"
globalRouteOverflowTotal: 0
min_period_ps: 9280
place.gp.congestion: 0.909
worst_pin_slew_ps: 618
num_rows: 30
grt_usage_pct: 14.1
setup_ws_ps: 524
hold_buffers: 0
drc: 0
timing.final.crit_share_pct: 94.7
grt_max_degree: 18
ys_async_sr_fraction_pct: 0
hold_class: "flop to flop"
vias_per_cell: 4.82
yosys_warnings: 1
ys_types: 58
chipArea_um2: 7750
grt_pass1_vias: 1821
hold_viol: 0
status: "finished, final reports clean"
ys_seq_share_pct: 13.5
rsz0062_at_grt: "false"
first_iter_violations: 66
wl_per_cell_um: 12.9
skew_ps: 2.03
ys_cells: 247
max_slew_margin_pct: 58.7
max_cap_viol_count: 0
cts-htree-levels: 1
max_freq_mhz: 108
num_antenna_cells: 0
place_inst: 387
start_kind: "input port"
initCoreUtil_pct: 31.8
grt_pass1_wl_um: 8420
slew_viol_final: 0
end_kind: "flop"
cts_root_buf: "clkbuf_8"
yosysChipArea_um2: 2220
final_antenna_net_count: 0
core_um2: 6980
routed_wl_um: 5080
cts.path.max_buffers: 2
path_clk_slew_ps: 60
antenna_found_initial: 0
worst_skew_pair.late_latency_ps: 240
vias: 1900
slowest_stage: "fa_2"
edf_count: 0
die_w_um: 88.0
dp_slack_ps: -148
dr.pass1.iters: 4
worst-path-stages: 32
io_pins: 22
syn_inst: 247
numCtsBuffers: 3
warnings: 40
arrival_ps: 9400
tns_ps: 0
cp_top_family: "adder cells"
finalNonFillerCells: 394
area_delta_synth_final_pct: 31.8
cts.sinks: 15
die_h_um: 88.0
syn_area_um2: 2220
dp_hpwl_um: 4110
port_buffers: 21
## flip-flops by register name, summed over array words and instances (netlist names)
signal,flops
tmds,10
bias,5
## cells by family (layout without fill, tap and decap cells)
group / Yosys count / after routing / synth area share (%)
simple gates: 49 / 49 / 12.2
flops: 15 / 15 / 13.5
buf+inv: 38 / 89 / 7.16
xor+xnor: 28 / 28 / 14.1
mux: 2 / 2 / 0.902
fa+ha+maj: 46 / 46 / 30.0
compound gates: 69 / 69 / 22.0
## worst reg2reg max path: cells and delay by family, from the launching register on
family,cells,cell delay (ps)
compound gates,4,570
xor+xnor,1,220
fa+ha+maj,2,810
buf+inv,2,110
flops,1,530
## metal layers
metal / vias up / global-route usage, % / part of all wire (%)
li1: 968 / - / -
met3: 11 / 2.86 / 5.5
met2: 51 / 22.7 / 44
met1: 870 / 20.4 / 48
met4: 0 / 2.35 / 1.9
met5: - / 0 / 0
## cell type report
| cell class | instances | area, um^2 |
|---|---|---|
| Fill cell | 699 | 4060 |
| Tap cell | 96 | 120 |
| Clock buffer | 3 | 41.3 |
| Timing Repair Buffer | 53 | 462 |
| Inverter | 32 | 120 |
| Sequential cell | 15 | 300 |
| Clock inverter | 1 | 5.00 |
| Multi-Input combinational cell | 194 | 1880 |
## through the flow
stage	cell area, um^2	utilization (%)
final	2930	41.9
after global routing	2930	41.9
after CTS	2780	39.7
after detailed placement	2730	39.1
after global placement	2730	39.1
after floorplan	2220	-
## synthesized netlist by cell type, drive strengths merged, types with 3 or more instances
library cell	number	area (um^2)
nand3	3	15.0
buf	3	27.5
clkbuf	3	11.3
a21oi	20	104
nand2	7	26.3
fa	12	240
o21ai	9	45.0
o211ai	6	50.1
nor4	3	18.8
xor2	5	43.8
or2	3	18.8
nor2b	3	18.8
dfxtp	15	300
ha	34	425
inv	31	116
a21boi	3	26.3
nor3	5	25.0
xnor2	20	198
nor2	12	47.6
a21o	7	52.6
## cell usage in the layout, fill, tap and decap left out, types with 3 or more instances in the layout
master	count
clkdlybuf4s50_1	18
xnor2_2	7
nor2b_1	3
inv_1	26
nand3_1	3
nand2_1	7
xnor2_1	13
clkbuf_8	3
dfxtp_1	15
or2_2	3
nor3_1	5
inv_2	6
nor4_1	3
ha_4	4
a21oi_1	19
a21o_1	7
dlymetal6s2s_1	3
o21ai_0	6
buf_4	31
o211ai_1	5
nor2_1	10
xor2_1	5
fa_1	11
ha_1	29
## timing repair
action / CTS / global route
gates resized: 0 / 34
endpoints found under the setup margin: 0 / 3
buffers inserted: 0 / 3
## worst paths after layout
| path | startpoint | end | slack (ps) |
|---|---|---|---|
| max reg2reg | bias[1] | bias[4] | 7440 |
| min reg2reg | bias[0] | bias[0] | 630 |
| min | bias[0] | bias[0] | 630 |
| max | data[3] | bias[4] | 520 |
