## ./design.v

```verilog
module video_timing (
    input  wire pclk,
    input  wire rst_n,
    output reg  h_sync,
    output reg  v_sync,
    output reg  active_video,
    output reg  [9:0] x,
    output reg  [9:0] y
);
    parameter H_ACTIVE = 640;
    parameter H_FP     = 16;
    parameter H_SYNC   = 96;
    parameter H_BP     = 48;
    parameter H_TOTAL  = 800;
    parameter V_ACTIVE = 480;
    parameter V_FP     = 10;
    parameter V_SYNC   = 2;
    parameter V_BP     = 33;
    parameter V_TOTAL  = 525;
    reg [9:0] h_cnt, v_cnt;
    always @(posedge pclk or negedge rst_n) begin
        if (!rst_n) begin
            h_cnt <= 0;
            v_cnt <= 0;
        end else begin
            if (h_cnt == H_TOTAL - 1) begin
                h_cnt <= 0;
                if (v_cnt == V_TOTAL - 1) v_cnt <= 0;
                else v_cnt <= v_cnt + 1;
            end else h_cnt <= h_cnt + 1;
        end
    end
    always @(posedge pclk) begin
        h_sync <= ~(h_cnt >= (H_ACTIVE + H_FP) && h_cnt < (H_ACTIVE + H_FP + H_SYNC));
        v_sync <= ~(v_cnt >= (V_ACTIVE + V_FP) && v_cnt < (V_ACTIVE + V_FP + V_SYNC));
        active_video <= (h_cnt < H_ACTIVE) && (v_cnt < V_ACTIVE);
        x <= (h_cnt < H_ACTIVE) ? h_cnt : 0;
        y <= (v_cnt < V_ACTIVE) ? v_cnt : 0;
    end
endmodule
```

## ./run.sh

```bash
#!/bin/bash
# OpenROAD 26Q1-2900-gdf79404cd8, Yosys 0.63+post, stock flow scripts
make -C /OpenROAD-flow-scripts/flow DESIGN_CONFIG=/design/flow/config.mk WORK_HOME=/design/flow/orfs finish
```

## ./config.mk

```make
export PLATFORM = sky130hd
export DESIGN_NAME = video_timing
export DESIGN_NICKNAME = video_timing
export VERILOG_FILES = /design/flow/design.v
export SDC_FILE = /design/flow/constraint.sdc
export NUM_CORES = 4
export LEC_CHECK = 1
export CORE_AREA = 10 10 104 104
export DIE_AREA = 0 0 114 114
```

## ./constraint.sdc

```tcl
current_design video_timing

set clk_period 3.7
set clk_io_pct 0.2

create_clock -name clk0 -period $clk_period [get_ports {pclk}]

set non_clock_inputs [all_inputs -no_clocks]
set_input_delay [expr $clk_period * $clk_io_pct] -clock clk0 $non_clock_inputs
set_output_delay [expr $clk_period * $clk_io_pct] -clock clk0 [all_outputs]
```

==> results_slide.txt <==
Physical Implementation Snapshot

Clock tree
  • Setup Buffers After CTS: 0
  • CTS Buffer Depth: 2
  • Clock sink count: 43
  • Post-cts resize count: 0
  • Cts hold-fix bufs: 0
  • TritonCTS clock tree: yes
  • H-tree levels: 2
  • Insertion Delay late pin: 300 ps
  • Clock transition at path regs: 90 ps
  • Total CTS buffers: 5
  • Clock Root Buffer: clkbuf_8

Worst setup path
  • Crit Reg-Reg Endpoint: v_cnt[3]
  • Worst setup path class: flop to flop
  • Buffers and inverters on the worst path: 0
  • Critical-path cell list: ha_1 > nand4_4 > or4_4 > a22oi_1 > o31ai_1
  • Critical path required time: 3890 ps
  • Worst path depth: 5
  • Crit-path max FO: 6
  • CP delay by family, top: simple AND/OR/NAND/NOR gates
  • CP max stage cell: or4_4
  • Reg2Reg Setup Slack: 1840 ps
  • Critical path endpoint category: flop
  • R2r startpoint: h_cnt[0]
  • Crit path launch type: flop
  • Crit path DAT: 2050 ps
  • Worst reg-to-reg path cell count: 5
  • Crit-path max cell delay: 580 ps

Synthesis
  • Synth warn: 1
  • Synth Seq Share: 0.570
  • Chip Area, Yosys: 0.00169 mm²
  • Distinct lib cells: 36
  • Ys cells: 153
  • Synthesized area: 0.00169 mm²
  • Mean post-synth cell area: 11.0 µm²
  • Synthesized flop and latch total: 43
  • Mapped Cells: 153

GRT
  • Initial antenna violation count: 0
  • Remaining global-route overflow: 0
  • First-pass GRT wire length: 5710 µm
  • Met1 track demand over resource: 0.0715
  • Layer with the highest usage: met2
  • Largest net degree at the start of global routing: 21
  • Vias in the first global route: 1151
  • Met2 Use GR: 0.0752
  • Routing usage on met3: 0.0197
  • GR Util All Layers: 0.0514

Timing
  • RSZ-0062 raised after global routing: no
  • Setup violators final: 0
  • Setup Total Neg Slack: 0 ps
  • Relative slew slack: 0.557
  • Post-route minimum period: 1860 ps
  • Slew Viols, Final: 0
  • Final worst-path cycle share: 0.503
  • Max Freq: 537 MHz
  • Layout Skew: 5.88 ps
  • Worst slew pin tran: 657 ps
  • Final Hold Viols: 0

Layout
  • Most frequent cells in the layout: 24 x clkdlybuf4s50_1, 23 x dfxtp_1, 20 x dfrtp_1
  • Layout area overhead: 27.2%
  • Top cell excl fill/tap: clkdlybuf4s50_1
  • Share of post-route cells with drive strength above 1: 0.0769
  • Final Non-Filler Cells: 290
  • Filler Cell Count: 922

Power and ir drop
  • Leakage: 0.866 nW
  • Sw power: 0.174 mW
  • Worst vdd ir: 0.000123 V
  • Comb pwr share: 0.009
  • Seq pwr share: 0.600
  • Clock power frac: 0.391
  • Pwr/cell area: 362 mW/mm²
  • Net Sw Frac: 0.223
  • P_int: 0.604 mW

Detailed routing
  • DRC Markers: 0
  • Vias post-DR: 1152
  • WL per Instance: 11.0 µm
  • Routed wire length: 3190 µm
  • TritonRoute pass-1 iters: 4
  • DR vias/cell: 3.97
  • ANT nets after route: 0
  • N_diodes: 0
  • Iteration-0 DRC Markers: 44

Die
  • Core Area: 0.00868 mm²
  • Die x size: 114 µm
  • Starting Density: 0.194
  • FP Rows: 34
  • Number of I/O pins: 25
  • Die height: 114 µm
  • Die ar.: 0.0130 mm²

Min path
  • HP Start: h_cnt[0]
  • Hold Path Stages: 1
  • Hold path endpoint: h_cnt[0]
  • Worst min path class: flop to flop

Place
  • Placed Cells: 282
  • Port Buffers: 24
  • Hpwl dp: 2250 µm
  • GPL Wtd Cong: 0.800

Flow run
  • Tool warnings: 29
  • Maxcap violations: 0

Outcome
  • Outcome: finished, final reports clean
## power groups by stage
stage | sequential [mW] | combinational (mW) | clock [mW]
after CTS | 0.466 | 0.00770 | 0.320
after global routing | 0.466 | 0.00842 | 0.333
final | 0.466 | 0.00710 | 0.304
## registers in the layout, summed over array words and instances (netlist names)
name          flops
y                10
v_cnt            10
v_sync            1
h_cnt            10
x                10
active_video      1
h_sync            1
## synthesized netlist by cell type (all sizes together)
| library cell | n | area share |
|---|---|---|
| nand3 | 6 | 0.018 |
| dfxtp | 23 | 0.27 |
| or3 | 1 | 0.0037 |
| ha | 5 | 0.037 |
| nor4bb | 1 | 0.0059 |
| and3 | 4 | 0.015 |
| xor2 | 4 | 0.021 |
| a31oi | 4 | 0.015 |
| conb | 1 | 0.0022 |
| a21bo | 1 | 0.0059 |
| mux2i | 1 | 0.0059 |
| o21ai | 3 | 0.0089 |
| and2 | 16 | 0.059 |
| buf | 1 | 0.0030 |
| dfrtp | 20 | 0.30 |
| nor3 | 7 | 0.021 |
| nand4 | 7 | 0.035 |
| o31ai | 2 | 0.0089 |
| a22oi | 1 | 0.0045 |
| and4 | 1 | 0.0052 |
| nand2 | 8 | 0.018 |
| inv | 6 | 0.013 |
| nor4b | 1 | 0.0052 |
| nor2b | 2 | 0.0074 |
| o211ai | 2 | 0.0089 |
| nand2b | 3 | 0.011 |
| a21oi | 2 | 0.0059 |
| nor2 | 7 | 0.016 |
| a311oi | 1 | 0.0052 |
| nor4 | 2 | 0.020 |
| clkbuf | 3 | 0.0067 |
| or4 | 1 | 0.0067 |
| xnor2 | 6 | 0.031 |
## cell type report
| type | instances | area, µm² | area share |
|---|---|---|---|
| clock buffer | 5 | 68.8 | 0.0321 |
| tap | 108 | 135 | 0.0630 |
| inverter | 6 | 22.5 | 0.0105 |
| multi-input combinational | 100 | 686 | 0.320 |
| timing repair buffer | 25 | 248 | 0.116 |
| sequential | 43 | 961 | 0.448 |
| clock inverter | 3 | 23.8 | 0.0111 |
## through the flow
stage / instance area [µm²] / hold WS, ps / setup slack [ps] / utilization / total power [mW]
6_report: 2140 / 537 / 1840 / 0.247 / 0.777
5_1_grt: 2140 / 591 / 1550 / 0.247 / 0.808
4_1_cts: 2140 / 546 / 1820 / 0.247 / 0.794
3_5_place_dp: 2050 / 533 / 1820 / 0.236 / 0.484
3_3_place_gp: 2050 / 507 / 1870 / 0.236 / 0.484
2_1_floorplan: 1690 / 444 / 1960 / - / 0.477
## cell families (layout without fill, tap and decap cells)
family	Yosys count	after routing	share of synthesized area
compound gates	16	16	0.0631
simple gates	67	67	0.246
buf+inv	10	39	0.0230
other cells	1	1	0.00223
fa+ha+maj	5	5	0.0371
xor+xnor	10	10	0.0520
flops	43	43	0.570
mux	1	1	0.00594
## metal layers
metal | up-vias | share of wire
li1 | 586 | -
met1 | 535 | 0.45
met2 | 24 | 0.44
met3 | 7 | 0.077
met4 | 0 | 0.023
met5 | - | 0
## how the worst max path moves through the flow
stage	from	endpoint	slack, ps
finish	h_cnt[0]	v_cnt[3]	1840
global route	h_cnt[0]	v_cnt[3]	1550
CTS	h_cnt[0]	v_cnt[4]	1820
Power and IR drop assume default switching activity.
